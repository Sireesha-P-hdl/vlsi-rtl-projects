$ cat design/flow/design.v
module ripple_carry_adder_100bit (
    input  [99:0] a,
    input  [99:0] b,
    input         cin,
    output reg [99:0] sum,
    output reg [99:0] cout
);
    integer i;
    always @(*) begin
        sum[0]  = a[0] ^ b[0] ^ cin;
        cout[0] = (a[0] & b[0]) | (a[0] & cin) | (b[0] & cin);
        for (i = 1; i < 100; i = i + 1) begin
            sum[i]  = a[i] ^ b[i] ^ cout[i-1];
            cout[i] = (a[i] & b[i]) |
                      (a[i] & cout[i-1]) |
                      (b[i] & cout[i-1]);
        end
    end
endmodule
$ cat design/flow/run.sh
#!/bin/bash
# OpenROAD 26Q1-2900-gdf79404cd8, Yosys 0.63+post, stock flow scripts
make -C /OpenROAD-flow-scripts/flow DESIGN_CONFIG=/design/flow/config.mk WORK_HOME=/design/flow/orfs finish
$ cat design/flow/constraint.sdc
current_design ripple_carry_adder_100bit

set clk_period 49.5
set clk_io_pct 0.2

create_clock -name clk0 -period $clk_period

set non_clock_inputs [all_inputs -no_clocks]
set_input_delay [expr $clk_period * $clk_io_pct] -clock clk0 $non_clock_inputs
set_output_delay [expr $clk_period * $clk_io_pct] -clock clk0 [all_outputs]
$ cat design/flow/config.mk
export PLATFORM = sky130hd
export DESIGN_NAME = ripple_carry_adder_100bit
export DESIGN_NICKNAME = ripple_carry_adder_100bit
export VERILOG_FILES = /design/flow/design.v
export SDC_FILE = /design/flow/constraint.sdc
export NUM_CORES = 4
export LEC_CHECK = 1
export CORE_AREA = 10 10 195 195
export DIE_AREA = 0 0 205 205
==> Changelog: implementation <==
### Changed

* Max-slew headroom at 0.744
* Detailed Place HPWL at 31500 µm
* Total power density per cell area at between 15 and 20 nW/µm²
* Comb. cell area at 2250 µm²
* Hold WC Path Type: input port to primary output
* Die x size at 205 µm
* Placed cells at approximately 1k
* Critical path launch point type: input port
* Cell type with the largest total area: fa_1
* Most frequent CP cell: fa_2
* Syn. warnings at 1
* Total Wirelength at 33300 µm
* Lkg Pwr at 3.07 nW
* Area of the mapped netlist at 2040 µm²
* CP required at 39600 ps
* I/O Buffers at 401
* Post-synth cell types at 2
* Pin count of the biggest net entering global routing at 3
* Max-Cap Viols at 0
* Max Clk Rate at about 17 MHz
* Total core area at approximately 34000 µm²
* CP Class: input port to primary output
* N_diodes at 0
* Synth area leaders: fa_1 98%, inv_1 1.8%
* # Cells Yosys at 110
* Reg area at 0 µm²
* Chip Area, Yosys at 2040 µm²
* DRT antenna net count at 0
* Vias in the first global route at 4057
* Final WS setup at -7800 ps
* Worst-path fanout max at 2
* Switching share of power at 0.394
* Top-area cell type share of the netlist area at 0.982
* Fillers at 3568
* Max VDD drop at 8.18 µV
* Actual slew at the worst max-slew pin at 383 ps
* GR Overflow Total at 0
* Critical Path Start: a[0]
* Finished Core Util at 0.237
* Crit. End Element: primary output
* Final setup violation count at between 40 and 50
* I/O pin cnt at 401
* Hold Path End: cout[0]
* Final tally of hold violations at 0
* Hold path startpoint: b[0]
* Final Cell Area at 7950 µm²
* Die ar. at 42000 µm²
* Max-slew violation count at 0
* CP max-delay cell: fa_2
* Status: finished with violations
* FFs & Latches at 0
* Share of layout cells above drive strength 1 at 0.434
* Placer congestion estimate at 1.09
* Initial antenna violation count at 0
* First-pass GRT wire length at 41000 µm
* Area delta synth->final at 290%
* Seq share, synth at 0
* Fin crit share at 1.16
* Cell count after synthesis at 110
* FP Util at 0.0607
* Vias at 3458
* Overall Global Routing Usage at 0.154
* Post-DP Area at about 7300 µm²
* Clk network pwr share at 0
* Hold path cells at 5
* # clk buffers at 0
* Tot Pwr at between 0.1 and 0.15 mW
* Setup repair after global routing missed its margin: true
* Row cnt at 67
* Period minus WS final at 57300 ps
* CP peak stage delay at 450 ps
* Syn Area/Cell at 18.5 µm²
* DRC violations left at 0
* P_int at 0.0852 mW
* Setup tns final at -158510 ps
* First-pass iteration count of the detailed router at 4
* Drt via density at 3.14
* Most frequent logic cell in the layout: clkdlybuf4s50_1
* Combinational Power Share at 1.000
* WL/cell at between 30 and 40 µm
* 1st-iter DRT viols at 61
* WHS at ~21000 ps
* CP Data Arrival Time at 47400 ps
* Die Y at 205 µm
* Tool warnings at 35
* Failing checks: setup timing
* Dpl ws at -8370 ps
* Seq pwr share at 0
* Psw at between 0.05 and 0.06 mW
* Top Layout Cells: 351 x clkdlybuf4s50_1, 132 x buf_4, 100 x fa_2, 30 x buf_6, 11 x dlygate4sd2_1
* Finished Layout Cells at between 1k and 1.5k
## layout make-up
type                       count  share of cell area
inverter                      10             0.00692
multi-input combinational    100               0.283
tap                          448              0.0705
timing repair buffer         544               0.639
## cell usage after synthesis
library cell,count
fa_1,100
inv_1,10
## what timing repair did
item                                    CTS  global route
pin swaps                                 3             1
gates resized                           145            22
hold buffers                              0             0
endpoints found under the setup margin   46            48
setup buffers                            49            34
## routing by layer
layer	part of all wire	global-route usage	up-vias
met5	0	0	-
met2	0.58	0.316	320
li1	-	-	1412
met4	0.040	0.0512	0
met1	0.27	0.125	1708
met3	0.11	0.0613	18
## power groups by stage
stage	logic, mW	registers, mW	clock network [mW]
after CTS	0.145	0	0
after global routing	0.150	0	0
final	0.141	0	0
## worst max path at each step
stage / endpoint
6_report: cout[98]
5_1_grt: cout[98]
4_1_cts: cout[98]
## worst max-delay path, delay by kind of cell
family     cells  cell delay, ps
fa+ha+maj     99           36220
buf+inv       13            1240
## kinds of logic after synthesis
| logic type | share of synthesized area |
|---|---|
| buf+inv | 0.0184 |
| fa+ha+maj | 0.982 |
Power and IR drop assume default switching activity.
