==> flow/design.v <==
module counter (clk,
                reset,
                one_minute,
                load_new_c,
                new_current_time_ms_hr,
                new_current_time_ms_min,
                new_current_time_ls_hr,
                new_current_time_ls_min,
                current_time_ms_hr,
                current_time_ms_min,
                current_time_ls_hr,
                current_time_ls_min);
input clk,
      reset,
      one_minute,
      load_new_c;
input[3:0] new_current_time_ms_hr,
           new_current_time_ms_min,
           new_current_time_ls_hr,
           new_current_time_ls_min;
output [3:0] current_time_ms_hr,
             current_time_ms_min,
             current_time_ls_hr,
             current_time_ls_min;
reg [3:0] current_time_ms_hr,
          current_time_ms_min,
          current_time_ls_hr,
          current_time_ls_min;
always@( posedge clk or posedge reset)
begin
    if(reset)
    begin
        current_time_ms_hr <= 4'd0;
        current_time_ms_min <= 4'd0;
        current_time_ls_hr <= 4'd0;
        current_time_ls_min <= 4'd0;
    end
    else if(load_new_c)
    begin
        current_time_ms_hr <= new_current_time_ms_hr;       
        current_time_ms_min <= new_current_time_ms_min;     
        current_time_ls_hr <= new_current_time_ls_hr;       
        current_time_ls_min <= new_current_time_ls_min;     
    end                                                      
    else if (one_minute == 1)
    begin
        if(current_time_ms_hr == 4'd2 && current_time_ms_min == 4'd5 &&
           current_time_ls_hr == 4'd3 && current_time_ls_min == 4'd9)
        begin
            current_time_ms_hr <= 4'd0;
            current_time_ms_min <= 4'd0;
            current_time_ls_hr <= 4'd0;
            current_time_ls_min <= 4'd0;
        end
        else if(current_time_ms_hr == 4'd9 && current_time_ms_min == 4'd5 &&
                current_time_ls_min == 4'd9)
        begin
            current_time_ms_hr <= current_time_ms_hr + 1'd1;
            current_time_ls_hr <= 4'd0;
            current_time_ms_min <= 4'd0;
            current_time_ls_min <= 4'd0;
        end
        else if (current_time_ms_min == 4'd5 && current_time_ls_min == 4'd9)
        begin
            current_time_ls_hr <= current_time_ls_hr + 1'd1;
            current_time_ms_min <= 4'd0;
            current_time_ls_min <= 4'd0;
        end
        else if(current_time_ls_min == 4'd9)
        begin
            current_time_ms_min <= current_time_ms_min + 1'd1;
            current_time_ls_min <= 4'd0;
        end
        else
        begin
            current_time_ls_min <= current_time_ls_min + 1'b1;
        end
    end
end
endmodule
==> flow/run.sh <==
#!/bin/bash
# OpenROAD 26Q1-2900-gdf79404cd8, Yosys 0.63+post, stock flow scripts
make -C /OpenROAD-flow-scripts/flow DESIGN_CONFIG=/design/flow/config.mk WORK_HOME=/design/flow/orfs finish
==> flow/config.mk <==
export PLATFORM = sky130hd
export DESIGN_NAME = counter
export DESIGN_NICKNAME = counter
export VERILOG_FILES = /design/flow/design.v
export SDC_FILE = /design/flow/constraint.sdc
export NUM_CORES = 4
export LEC_CHECK = 1
export CORE_AREA = 10 10 107 107
export DIE_AREA = 0 0 117 117
==> flow/constraint.sdc <==
current_design counter

set clk_period 3.1
set clk_io_pct 0.2

create_clock -name clk0 -period $clk_period [get_ports {clk}]

set non_clock_inputs [all_inputs -no_clocks]
set_input_delay [expr $clk_period * $clk_io_pct] -clock clk0 $non_clock_inputs
set_output_delay [expr $clk_period * $clk_io_pct] -clock clk0 [all_outputs]
==> flow_metrics.py <==
# Metrics from the implementation run
metrics = {
    "clock_tree": {
        "clock_path_buffers": 2,
        "root_buffer": "clkbuf_8",
        "ctsResizeCount": 0,
        "clkTransAtPathRegs_ns": 0.06,
        "clk_latency_ns": 0.25,
        "cts_made_buffers": 3,
        "cts_setup_buffers": 0,
        "cts_tree": "yes",
        "cts_sinks": 16,
        "holdBufCountCts": 0,
        "htree_levels": 1,
    },
    "routing": {
        "drtIter0Drc": 35,
        "vias_per_cell": 3.79,
        "wire_per_inst_um": 12.6,
        "ant_nets": 0,
        "drc": 0,
        "n_antenna_cell": 0,
        "first_pass_iters": 4,
        "postRouteWirelength_um": 3340,
        "route.vias.total": 1000,
    },
    "critical_path": {
        "crit_chain": "clkdlybuf4s50_1 -> nand4b_1 -> o31a_4 -> mux2_4",
        "startpoint_type": "primary input",
        "critPathArrivalTime_ns": 2.23,
        "crit_fanout": 7,
        "cp_slowest_stage_delay_ns": 0.57,
        "cp.buffers_inverters": 1,
        "timing.rr.start": "current_time_ms_hr[0]$_DFFE_PP0P_",
        "cp_slowest_cell": "clkdlybuf4s50_1",
        "cp.required_ns": 3.24,
        "critPathCaptureType": "flip-flop",
        "crit_type": "in2reg",
        "cp-startpoint": "one_minute",
        "path_delay_family": "buffers and inverters",
    },
    "layout": {
        "mostFrequentLayoutCell": "clkdlybuf4s50_1",
        "stdcell_area_um2": 1620,
        "syn_to_final_growth_pct": 47.8,
        "layout_top_cells": "35 x clkdlybuf4s50_1, 16 x dfrtp_1, 13 x nand2_1",
        "post-route-util_pct": 17.6,
        "n_fill_cell": 1032,
        "drive_gt1_share_pct": 7.19,
        "fin_cells": 264,
    },
    "yosys": {
        "synth-seq-area-share_pct": 36.5,
        "syn_inst": 118,
        "synthArstFlopShare_pct": 100,
        "numSynthFlops": 16,
        "yosysWarnings": 1,
        "ys.flop_type": "dfrtp_1",
        "synthDistinctLibCells": 41,
        "syn_area_um2": 1100,
        "yosysCellCount": 118,
        "edf_count": 0,
        "syn_avg_cell_area_um2": 9.30,
        "ys_area_um2": 1100,
    },
    "final_timing": {
        "period_needed_ns": 2.10,
        "fin_skew_ns": 0.00332,
        "rsz0062_at_grt": "no",
        "worstMarginPinSlew_ns": 0.629,
        "holdWs_ns": 0.579,
        "finalSetupTns_ns": 0,
        "finalMaxSlewViolations": 0,
        "max_freq_mhz": 477,
        "setup-violations-final": 0,
        "finalHoldViolCount": 0,
        "finalCritPeriodShare_pct": 67.6,
        "relSlewSlack_pct": 58.0,
    },
    "grt": {
        "antenna_found_initial": 0,
        "grt_max_degree": 17,
        "grt_usage_pct": 4.99,
        "grt_pass1_vias": 1008,
        "grt-ovfl-total": 0,
        "grt_pass1_wl_um": 5430,
    },
    "placed_design": {
        "placed_cells": 260,
        "placed_cell_area_um2": 1570,
        "place.gp.congestion": 0.806,
        "portBuffers": 35,
        "hpwl_um": 2800,
    },
    "pwr": {
        "ir_drop_mv": 0.129,
        "intPower_uw": 463,
        "power_density_nw_per_um2": 397,
        "leakage_nw": 0.667,
        "p_clk_share_pct": 28.5,
        "power_frac_seq_pct": 42.5,
        "p_sw_uw": 181,
        "pwr-share-comb_pct": 29.0,
        "netSwitchingFraction_pct": 28.2,
    },
    "floorplan": {
        "core_area_um2": 9200,
        "chipArea_um2": 13700,
        "pin_count": 36,
        "fp.dieH_um": 117,
        "num_rows": 35,
        "fp_util_pct": 11.9,
        "fp.dieW_um": 117,
    },
    "run": {
        "tool_warnings": 29,
        "drv_cap": 0,
    },
    "hold_path": {
        "holdCritPathClass": "reg2reg",
        "worstHoldStart": "current_time_ls_hr[1]$_DFFE_PP0P_",
    },
    "run_status": {
        "status": "finished, final reports clean",
    },
}
cells by family (layout without fill, tap and decap cells):
group | count (synthesis) | in the layout | synth area share (%)
AND-OR/OR-AND | 36 | 36 | 23.0
adder cells (fa/ha/maj) | 8 | 8 | 9.12
buffers and inverters | 14 | 49 | 5.59
flip-flops | 16 | 16 | 36.5
multiplexers | 4 | 4 | 4.22
AND/OR/NAND/NOR | 40 | 40 | 21.6
registers in the layout (all words and copies together) (netlist names):
name,cells
current_time_ls_hr,4
current_time_ls_min,4
current_time_ms_hr,4
current_time_ms_min,4
synthesized netlist by cell type, types with 2 or more instances:
| cell type | count | share of area, % |
|---|---|---|
| a21oi_1 | 8 | 3.6 |
| mux2i_1 | 2 | 1.8 |
| dfrtp_1 | 16 | 36 |
| nor2_1 | 6 | 2.1 |
| nand3_1 | 2 | 0.91 |
| nor3_1 | 3 | 1.4 |
| o2111ai_1 | 2 | 1.6 |
| a22oi_1 | 4 | 2.7 |
| o21ai_1 | 7 | 3.2 |
| o211ai_1 | 2 | 1.4 |
| and3b_1 | 3 | 2.4 |
| nand4b_1 | 2 | 1.6 |
| inv_1 | 9 | 3.1 |
| ha_1 | 8 | 9.1 |
| o21ai_0 | 2 | 0.91 |
| nand2_1 | 13 | 4.4 |
| nand4_1 | 3 | 1.7 |
| clkbuf_1 | 3 | 1.0 |
power groups by stage:
stage | sequential [mW] | clock (mW) | combinational (mW)
after CTS | 0.275 | 0.193 | 0.193
after global routing | 0.282 | 0.202 | 0.212
final | 0.274 | 0.184 | 0.187
stage by stage:
step | worst slack [ns] | total power, mW
floorplan | 1.40 | 0.360
global placement | 0.769 | 0.468
detailed placement | 0.735 | 0.470
CTS | 1.01 | 0.662
global route | 0.876 | 0.697
finish | 1.01 | 0.644
worst min-delay path, stage by stage, from the launching register on:
cell and delay [ns]:
dfrtp_1 0.41, a22oi_1 0.08, nand2_1 0.06
metal layers:
metal / GRT usage [%] / vias up / wire length [µm]
met2: 7.72 / 30 / 1550
met3: 1.44 / 0 / 207
met1: 6.98 / 460 / 1580
met4: 0.494 / 0 / 0
met5: 0 / - / 0
li1: - / 510 / -
layout make-up:
class	count	area (µm²)	area share, %
inverters	9	33.8	2.08
clock buffers	4	55.1	3.40
well taps	111	139	8.56
repair buffers	36	358	22.1
multi-input cells	88	636	39.2
flip-flops and latches	16	400	24.7
path summary, 6_finish.rpt:
| check | to | slack [ns] | depth (start not counted) |
|---|---|---|---|
| setup / recovery | current_time_ms_hr[0]$_DFFE_PP0P_ | 1.01 | 4 |
| hold / removal | current_time_ls_hr[1]$_DFFE_PP0P_ | 0.58 | 2 |
| setup reg to reg | current_time_ms_hr[0]$_DFFE_PP0P_ | 1.20 | 6 |
| hold reg to reg | current_time_ls_hr[1]$_DFFE_PP0P_ | 0.58 | 2 |
| max in group asynchronous | current_time_ms_min[2]$_DFFE_PP0P_ | 1.94 | 2 |
| min in group asynchronous | current_time_ms_hr[0]$_DFFE_PP0P_ | 0.75 | 2 |
Power figures rest on the tool's default switching activity, not on a simulated workload.
