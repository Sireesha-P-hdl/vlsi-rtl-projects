==> flow/design.v <==
module population_count_255bit (
    input  [254:0] in,
    output reg [7:0] out
);
    integer i;
    always @(*) 
      begin
            count=0;
            for(i=0;i<=254;i++)
                count=count+in[i];
        end
    assign out=count;
endmodule
==> flow/run.sh <==
#!/bin/bash
# OpenROAD 26Q1-2900-gdf79404cd8, Yosys 0.63+post, stock flow scripts
make -C /OpenROAD-flow-scripts/flow DESIGN_CONFIG=/design/flow/config.mk WORK_HOME=/design/flow/orfs finish
==> flow/config.mk <==
export PLATFORM = sky130hd
export DESIGN_NAME = population_count_255bit
export DESIGN_NICKNAME = population_count_255bit
export VERILOG_FILES = /design/flow/design.v
export SDC_FILE = /design/flow/constraint.sdc
export NUM_CORES = 4
export LEC_CHECK = 1
export CORE_AREA = 10 10 149 149
export DIE_AREA = 0 0 159 159
==> flow/constraint.sdc <==
current_design population_count_255bit

set clk_period 6.5
set clk_io_pct 0.2

create_clock -name clk0 -period $clk_period

set non_clock_inputs [all_inputs -no_clocks]
set_input_delay [expr $clk_period * $clk_io_pct] -clock clk0 $non_clock_inputs
set_output_delay [expr $clk_period * $clk_io_pct] -clock clk0 [all_outputs]
==> ci_impl_report.md <==
## Synthesis and layout report

| Metric | Value |
|---|---|
| Chip area | about 25000 µm² |
| Gate count of the mapped netlist | around 260 |
| Synth warnings | between 200 and 300 |
| FP Util | 12.41% |
| Number of diodes | 0 |
| Reg area | 0 µm² |
| Initial antenna violation count | 0 |
| Final Cycle Share | approximately 90% |
| Vias per cell | 3.057 |
| Area leader share | about four fifths |
| YS chip area | roughly 2300 µm² |
| Endpoints failing setup | 0 |
| DRC violations left | 0 |
| Largest net degree at the start of global routing | 2 |
| Simple share | 0% |
| Die width | ~160 µm |
| Synth cell types | 6 |
| CTS resizes | 0 |
| RSZ-0062 raised after global routing | no |
| Max_cap viols | 0 |
| Crit path DRT | 5200 ps |
| Routability cong. | approximately 0.78 |
| Post-Route Setup TNS | 0 ps |
| PwrDens | 211.5 nW/µm² |
| Filler Cell Count | between 2000 and 2500 |
| Fmax | roughly 180 MHz |
| Post-DRT Antenna Nets | 0 |
| Largest area contributor in the netlist | xnor2_1 |
| Synth Area in Adders | 0% |
| Core region area | about 19000 µm² |
| Wire per inst | between 10 and 15 µm |
| Mux area share | 0% |
| Tool warnings | 32 |
| Routed WL | 9532 µm |
| Gr ovfl total | 0 |
| Crit Path Max Fanout | 1 |
| Crit path launch type | input pin |
| CLK BUF | 0 |
| Drt pass-1 iters | 3 |
| 1st-iter DRT viols | around 66 |
| CP Class | in2out |
| Final HPWL DP | 9384 µm |
| Mean Syn Cell Area | approximately 9.2 µm² |
| Final Slew Violations | 0 |
| Worst Hold Class | in2out |
| Postcts setup bufs | 0 |
| Final Hold Fails | 0 |
| Flop Count | 0 |
| Mapped Area | 2336 µm² |
| IO Pins | 263 |
| Row cnt | about 50 |
| Share of cells above drive strength 1 | less than 1% |
| Worst VDD drop | approximately 0.48 mV |
| AO/OA Area Share | 0% |
| CP Data Arrival Time | about 4400 ps |
| Outcome | complete, no violations |
| Crit. End Element | output pin |
| I/O Buffers | 256 |
| XOR Share, Synth | roughly 100% |
| Number of global-route vias before repair | approximately 2600 |
| Cell area leaders | xnor2_1 (78%), xor2_1 (10%), xnor3_1 (7.7%) |
| Post-route minimum period | about 5700 ps |
| Layout area overhead | 122.0% |
| Cts hold-fix bufs | 0 |
| Leakage power | ~0.0017 µW |
| # Cells Yosys | around 260 |
| First-pass GRT wire length | 14300 µm |
| WHS | 4257 ps |
| Gate Area | 2298 µm² |
| Vertical die size | 159 µm |
| Via count | 2351 |
| Main logic family after synthesis | XOR/XNOR gates |
| Sequential area share after synthesis | 0% |
| GRT Overall Usage | ~7.1% |
per-layer routing:
| metal | global-route usage [%] | wire [µm] | vias up |
|---|---|---|---|
| met4 | 0 | 0 | 0 |
| met1 | 8.149 | 3838 | 941 |
| li1 | - | - | 1265 |
| met5 | 0 | 0 | - |
| met3 | 2.465 | 899 | 0 |
| met2 | 13.23 | 4793 | 145 |
metrics by stage:
stage	std cells	setup WS (ps)	total power, µW	utilization (%)	instance area, µm²
floorplan	261	1763	776.2	-	2359
global placement	769	712.6	1142	27.54	5186
detailed placement	769	716.7	1137	27.54	5186
CTS	769	706.4	1147	27.54	5186
global route	769	604.8	1199	27.54	5186
finish	769	792.3	1097	27.54	5186
critical path, stage by stage:
cell and delay (ps):
clkdlybuf4s50_1 480, xnor2_1 120, xnor3_1 400, xnor3_1 380, xnor3_1 210, xnor3_1 390
xnor3_1 260, xnor3_1 390, clkdlybuf4s50_1 490
layout make-up:
| cell class | instances | area share [%] |
|---|---|---|
| repair buffers | 256 | 49.41 |
| well taps | 260 | 6.273 |
| multi-input cells | 253 | 44.32 |
cell families after synthesis:
family                 count (synthesis)
XOR/XNOR                             246
buffers and inverters                  8
other                                  1
report_power, final:
| group | switching [µW] | leakage, µW | total [µW] | internal (µW) |
|---|---|---|---|---|
| logic | 324 | 0.00171 | 1100 | 772 |
| registers | 0 | 0 | 0 | 0 |
| clock network | 0 | 0 | 0 | 0 |
| total | 324 | 0.00171 | 1100 | 772 |
Yosys cell counts, drive strengths merged:
cell,instances
xnor3,8
xor2,28
buf,8
xnor2,210
conb,1
worst paths after layout:
check,from,end,cells past startpoint,slack (ps)
worst min-delay path,in[170],out[0],8,4260
worst max-delay path,in[101],out[0],9,790
cells in the final DEF (no fill, tap or decap), drive strengths merged:
master	instances
clkdlybuf4s50	256
xnor2	210
xor2	28
xnor3	8
conb	7
Power and IR drop assume default switching activity.
